==> flow/design.v <==
module alu #(parameter N = 8) (
    input logic signed [N-1:0] a, b,
    input logic [2:0] func,
    output logic [N-1:0] result,
    output logic ZF
);
    logic [N-1:0] arithmetic_result, temp;
    always_comb begin
        temp = (func == 3'b011) ? ~b + 1 : b;
        arithmetic_result = a + temp;
    end
    logic signed [2*N-1:0] smult_result;
    always_comb begin
        smult_result = a * b;
    end
    always_comb begin
        unique case (func)
            3'b000:    result = a;
            3'b001:    result = b;
            3'b010,
            3'b011:  result = arithmetic_result;
            3'b100:  result = a & b;
            3'b101:   result = a | b;
            3'b110:  result = a ^ b;
            3'b111:  result = smult_result[2*N-2:N-1];
        endcase
    end
    assign ZF = (result == 0);
endmodule
==> flow/run.sh <==
#!/bin/bash
# OpenROAD 26Q1-2900-gdf79404cd8, Yosys 0.63+post, stock flow scripts
make -C /OpenROAD-flow-scripts/flow DESIGN_CONFIG=/design/flow/config.mk WORK_HOME=/design/flow/orfs finish
==> flow/config.mk <==
export PLATFORM = sky130hd
export DESIGN_NAME = alu
export DESIGN_NICKNAME = alu
export VERILOG_FILES = /design/flow/design.v
export SDC_FILE = /design/flow/constraint.sdc
export NUM_CORES = 4
export LEC_CHECK = 1
export CORE_UTILIZATION = 40
==> flow/constraint.sdc <==
current_design alu

set clk_period 7.2
set clk_io_pct 0.2

create_clock -name clk0 -period $clk_period

set non_clock_inputs [all_inputs -no_clocks]
set_input_delay [expr $clk_period * $clk_io_pct] -clock clk0 $non_clock_inputs
set_output_delay [expr $clk_period * $clk_io_pct] -clock clk0 [all_outputs]
==> impl_metrics.py <==
# Auto-generated metrics
metrics = {
    "status": {
        "outcome": "complete, but fails checks",
        "violated_checks": "setup timing",
    },
    "routing": {
        "wl_per_cell_um": 15.4,
        "via_count": 3231,
        "drcViolationCount": 0,
        "routed_wl_um": 10100,
        "routed_via_density": 4.91,
        "num_antenna_cells": 0,
        "antenna_left": 0,
        "dr.pass1.iters": 4,
        "dr.first_iter.drc_count": 185,
    },
    "grt": {
        "largest_net_degree_at_the_start_of_global_routing": 24,
        "grt_use_met2_pct": 42.2,
        "grt_pass1_wl_um": 16800,
        "most_congested_layer_reported_by_global_routing": "met2",
        "grt.total_usage_pct": 26.1,
        "grt-ovfl-total": 0,
        "antenna_found_initial": 0,
        "grt_use_met3_pct": 1.32,
        "grt_use_met1_pct": 41.6,
        "via_count_of_the_first_global_routing_pass": 3368,
    },
    "setup_path": {
        "worst_ep_required_time_ns": 5.76,
        "setup.worst_path.start_class": "primary input",
        "worstPathMaxFanout": 3,
        "timing_worst_setup_path_type": "primary input to primary output",
        "timing.critical_path.arrival_ns": 5.99,
        "crit_path_end_kind": "primary output",
    },
    "cells_and_area": {
        "postLayoutCoreUtil_pct": 61.7,
        "ff_latch_area_um2": 0,
        "seq_cell_count": 0,
        "clock_buffer_count": 0,
        "syn_to_final_growth_pct": 49.5,
        "logic_area_um2": 3310,
        "drive_above_1_share_pct": 39.8,
        "n_fill_cell": 682,
    },
    "pwr": {
        "report.power.total_w": 0.00138,
        "leakage_nw": 2.49,
        "power.ir.vdd_worst_mv": 0.185,
        "power-per-cell-area_nw_per_um2": 274,
    },
    "die": {
        "initial_utilization_pct": 41.3,
        "core_area_um2": 8180,
        "rows": 33,
        "die_y_extent_um": 93.8,
        "die_w_um": 93.8,
        "io-pin-count": 28,
        "chipArea_um2": 8800,
    },
    "hold_path": {
        "min-delay-path-class": "primary input to primary output",
    },
    "logic_synthesis": {
        "seq_area_frac_synth_pct": 0,
        "postSynthCellCount": 414,
        "yosysUniqueCellTypes": 63,
        "post-synth-top-area-fraction_pct": 30.3,
        "syn-cell-area_um2": 3370,
        "ys.warnings.count": 1,
        "top_area_cell": "fa_1",
        "syn-mean-instance-area_um2": 8.15,
        "yosys_cells": 414,
        "yosys-top-cells-area": "fa_1, ha_1, inv_1, nor2_1, xnor2_1",
        "synth.yosys.chip_area_um2": 3370,
    },
    "sta": {
        "final.setup.tns_ns": -0.316,
        "maxSlewViolCount": 0,
        "layout_worst_path_cycle_share_pct": 103,
        "setup_viol_count_final": 2,
        "setup_ws_ns": -0.225,
        "finalWorstPathRequiredPeriod_ns": 7.43,
        "slew_at_the_pin_closest_to_its_max_slew_limit_ns": 0.539,
        "setup_repair_after_global_routing_missed_its_margin": "true",
        "maxClockFrequency_mhz": 135,
        "final-hold-violation-count": 0,
        "remaining_max_slew_budget_at_the_tightest_pin_pct": 63.8,
    },
    "clock_tree": {
        "postCtsHoldBufs": 0,
    },
    "placement": {
        "hpwlAfterDp_um": 8400,
        "gp_congestion": 0.950,
        "preCtsSetupSlack_ns": -1.22,
        "portBuffers": 28,
    },
    "job": {
        "cap_viol_max_count": 0,
        "log.warning_count": 42,
    },
}
cell usage in the layout, fill, tap and decap left out, types with 3 or more instances in the layout:
cell and instances:
buf_4 110, fa_1 50, o21ai_1 3, nand2_1 20, xnor2_1 13, clkinv_4 4
inv_1 73, ha_1 37, o211ai_1 4, inv_2 17, a21oi_2 4, buf_2 6
nor3_1 3, clkdlybuf4s50_1 6, nor2_4 3, nor2b_1 4, a21oi_1 14, buf_6 15
a211oi_1 3, nand2_2 5, mux2i_1 5, or3_1 3, ha_4 9, nor2_2 6
nand3_1 4, nor2_1 46, buf_8 4, o2111ai_1 3, xnor2_4 3, clkbuf_2 3
o21ai_0 7, nand2b_1 3
cells by family after synthesis:
| logic type | Yosys count | share of synthesized area, % |
|---|---|---|
| AND-OR/OR-AND | 67 | 14.5 |
| XOR/XNOR | 22 | 7.34 |
| adder cells (fa/ha/maj) | 99 | 48.1 |
| buffers and inverters | 108 | 12.1 |
| multiplexers | 7 | 2.49 |
| AND/OR/NAND/NOR | 111 | 15.5 |
Yosys cell counts, drive strengths merged (2+ instances only):
cell type	instances
a21oi	19
buf	2
nor2	55
nor2b	4
o21ai	10
a211oi	4
and3	2
a31oi	2
inv	93
o22ai	2
o221ai	2
o31ai	2
a221oi	2
a311oi	2
o211ai	4
nor3	4
nand2b	3
mux2i	5
clkinv	8
nand3	4
clkbuf	5
ha	48
a211o	2
a311o	2
xnor3	2
or3	3
fa	51
and2	2
xor2	2
nand2	25
xnor2	18
o2111ai	4
nor4	4
where the power goes:
group,total (W),switching [W],internal (W)
sequential,0,0,0
clock,0,0,0
combinational,0.00138,0.000650,0.000730
total,0.00138,0.000650,0.000730
path summary, 6_finish.rpt:
path | from | to | slack, ns | cells after the start
max | a[6] | ZF | -0.23 | 22
min | a[0] | ZF | 3.67 | 8
critical path: stages:
cell	delay [ns]
buf_8	0.10
inv_6	0.06
nor2_4	0.03
fa_1	0.49
inv_1	0.05
fa_1	0.47
inv_1	0.05
fa_1	0.52
inv_1	0.05
fa_1	0.49
inv_2	0.05
ha_4	0.24
nand4b_1	0.13
o221ai_2	0.12
buf_4	0.15
o31a_1	0.25
a311o_1	0.34
nor4bb_4	0.18
or3b_4	0.41
buf_6	0.13
nor4_4	0.10
buf_2	0.12
routing by layer:
metal	routed length, um	vias up
met5	0	-
met4	151	0
met3	446	10
met2	4790	77
met1	4750	1520
li1	-	1624
area by class of cell:
cell class                 instances  share of cell area (%)
multi-input combinational        306                    65.6
timing repair buffer             146                    23.3
inverter                         101                    8.48
tap                              105                    2.60
stage by stage:
stage	hold WS (ns)	instances	instance area, um2
2_1_floorplan	3.00	414	3380
3_3_place_gp	4.30	624	4390
3_5_place_dp	4.32	624	4390
4_1_cts	3.69	655	4970
5_1_grt	3.69	658	5040
6_report	3.67	658	5040
timing repair:
item                                    4_1_cts  5_1_grt
pin swaps                                    57        7
buffers inserted                             32        4
gates resized                               186       17
endpoints found under the setup margin        9        7
No activity file was given, so power comes from the tool's default toggle rates.

### design/flow/design.v
module pc #(parameter AddrSz = 6) (
    input logic rel_branch, clk, n_reset, halt,
    input logic [AddrSz-1:0] offset,
    output logic [AddrSz-1:0] addr
);
    always_ff @(posedge clk, negedge n_reset) begin
        if (!n_reset)
            addr <= 0;
        else
            if (!halt) addr <= addr + (rel_branch ? offset : 1);
    end
endmodule
### design/flow/run.sh
#!/bin/bash
# OpenROAD 26Q1-2900-gdf79404cd8, Yosys 0.63+post, stock flow scripts
make -C /OpenROAD-flow-scripts/flow DESIGN_CONFIG=/design/flow/config.mk WORK_HOME=/design/flow/orfs finish
### design/flow/config.mk
export PLATFORM = sky130hd
export DESIGN_NAME = pc
export DESIGN_NICKNAME = pc
export VERILOG_FILES = /design/flow/design.v
export SDC_FILE = /design/flow/constraint.sdc
export NUM_CORES = 4
export LEC_CHECK = 1
export CORE_AREA = 10 10 70 70
export DIE_AREA = 0 0 80 80
### design/flow/constraint.sdc
current_design pc

set clk_period 2.7
set clk_io_pct 0.2

create_clock -name clk0 -period $clk_period [get_ports {clk}]

set non_clock_inputs [all_inputs -no_clocks]
set_input_delay [expr $clk_period * $clk_io_pct] -clock clk0 $non_clock_inputs
set_output_delay [expr $clk_period * $clk_io_pct] -clock clk0 [all_outputs]
==> impl_metrics.sql <==
-- load yosys + openroad results
INSERT INTO impl_metrics (metric_group, metric, value, unit) VALUES
('critical_path', 'critical_path.max_fanout', '7', ''),
('place', 'placement.setup.worst_slack', '0.129', 'ns'),
('finish', 'num-fill-cells', '386', ''),
('run', 'tool_warnings', '25', ''),
('place', 'io_buffer_count', '15', ''),
('sta', 'slew_violations', '0', ''),
('die', 'std_cell_rows', '21', ''),
('critical_path', 'worstSetupEndpointType', 'register', ''),
('routing', 'via_count', '350', ''),
('clocking', 'clock_tree_root', 'sky130_fd_sc_hd__clkbuf_4', ''),
('power', 'total_leakage_power', '0.270', 'nW'),
('sta', 'grt_setup_unrepaired', 'no', ''),
('clocking', 'worstSkewPairLatency', '0.24', 'ns'),
('die', 'io_pins', '16', ''),
('clocking', 'post_cts_sizing', '0', ''),
('place', 'placedInstanceArea', '637', 'um^2'),
('status', 'outcome', 'complete, no violations', ''),
('finish', 'syn_to_final_growth', '49.7', '%'),
('finish', 'flip_flop_count_of_the_largest_register_all_copies_and_words_added', '6', ''),
('logic_synthesis', 'synth.cell_area', '440', 'um^2'),
('routing', 'dr_vias_cell', '3.33', ''),
('power', 'vdd_drop_max', '0.137', 'mV'),
('finish', 'largest_registers', 'addr: 6 flops', ''),
('global_routing', 'grt_pass1_wl', '1.83', 'mm'),
('clocking', 'path_clk_slew', '0.04', 'ns'),
('finish', 'finalInstanceArea', '659', 'um^2'),
('die', 'chipHeight', '80', 'um'),
('sta', 'post-route-min-period', '2.33', 'ns'),
('logic_synthesis', 'ys_area', '440', 'um^2'),
('sta', 'finalClockPeriodUsage', '86.1', '%'),
('sta', 'max-slew-margin-rel', '74.2', '%'),
('clocking', 'worst_case_clock_buffer_depth', '2', ''),
('critical_path', 'timing.critical_path.arrival', '2.43', 'ns'),
('die', 'design.core.area', '3420', 'um^2'),
('sta', 'fmax', '430', 'MHz'),
('die', 'die-width', '80', 'um'),
('critical_path', 'crit_required', '2.80', 'ns'),
('sta', 'setup_violations', '0', ''),
('routing', 'antenna_cells', '0', ''),
('sta', 'setup_total_negative_slack', '0', 'ns'),
('routing', 'drc_errors', '0', ''),
('logic_synthesis', 'yosysWarningCount', '1', ''),
('sta', 'finClkSkew', '0.00238', 'ns'),
('global_routing', 'via_count_of_the_first_global_routing_pass', '401', ''),
('clocking', 'tritoncts', 'built', ''),
('die', 'fp.dieArea', '6400', 'um^2'),
('sta', 'timing_hold_violations_final', '0', ''),
('die', 'initial_utilization', '12.9', '%'),
('sta', 'post-route-worst-setup-slack', '0.375', 'ns'),
('critical_path', 'criticalPathCategory', 'in -> reg', ''),
('routing', 'route.antenna.remaining_nets', '0', ''),
('routing', 'routed_wire_per_std_cell', '10.5', 'um'),
('global_routing', 'overflow', '0', ''),
('sta', 'max_slew.worst_pin.slew', '0.386', 'ns'),
('critical_path', 'critical_path.startpoint_type', 'input pin', ''),
('logic_synthesis', 'yosys-stat-cells', '42', ''),
('routing', 'drtPass1Iterations', '2', ''),
('clocking', 'clock_sinks', '6', ''),
('finish', 'largest-register', 'addr', ''),
('logic_synthesis', 'number_of_synthesized_register_bits', '6', ''),
('clocking', 'h-tree-depth', '1', ''),
('power', 'total_power_draw', '555', 'uW'),
('routing', 'totalWireLength', '1.11', 'mm'),
('global_routing', 'antenna_found_initial', '0', ''),
('clocking', 'total_of_hold_buffers_inserted_after_clock_tree_synthesis', '0', ''),
('logic_synthesis', 'post_synth_num_cell_types', '19', ''),
('routing', 'drt_iter0_drc', '13', ''),
('run', 'drv.max_cap_violation_count', '0', ''),
('hold_path', 'worst_hold_path_type', 'reg -> reg', ''),
('finish', 'post_route_cells_drive_above_1_share', '11.9', '%'),
('clocking', 'postCtsSetupBuffers', '0', ''),
('place', 'globalplace.congestion', '0.762', ''),
('logic_synthesis', 'syn_area_per_cell', '10.5', 'um^2'),
('global_routing', 'grtUsageTotal', '3.61', '%'),
('global_routing', 'grt_max_degree', '11', ''),
('power', 'power.density_cell_area', '841', 'nW/um^2'),
('logic_synthesis', 'post_synth_inst_count', '42', ''),
('logic_synthesis', 'ys_seq_share', '34.1', '%'),
('clocking', 'cts_inserted_buffers', '3', '');
[layer usage]
metal | vias to the layer above | GRT usage (%) | routed length (um)
met5 | - | 0 | 0
met4 | 0 | 0.880 | 11
met3 | 2 | 1.14 | 49
met2 | 5 | 6.58 | 577
met1 | 159 | 3.91 | 468
li1 | 184 | - | -
[cell usage in the layout (no fill, tap or decap)]
| cell | count |
|---|---|
| sky130_fd_sc_hd__a21o_1 | 2 |
| sky130_fd_sc_hd__a21oi_1 | 2 |
| sky130_fd_sc_hd__nand2_1 | 4 |
| sky130_fd_sc_hd__a21oi_2 | 1 |
| sky130_fd_sc_hd__nor2_1 | 2 |
| sky130_fd_sc_hd__nor2b_1 | 1 |
| sky130_fd_sc_hd__a221oi_2 | 1 |
| sky130_fd_sc_hd__ha_1 | 5 |
| sky130_fd_sc_hd__fa_1 | 1 |
| sky130_fd_sc_hd__o21ai_0 | 3 |
| sky130_fd_sc_hd__nand4b_1 | 1 |
| sky130_fd_sc_hd__clkdlybuf4s50_1 | 15 |
| sky130_fd_sc_hd__clkbuf_4 | 3 |
| sky130_fd_sc_hd__xor2_1 | 2 |
| sky130_fd_sc_hd__a31oi_1 | 1 |
| sky130_fd_sc_hd__mux2_2 | 2 |
| sky130_fd_sc_hd__xnor2_1 | 2 |
| sky130_fd_sc_hd__nand2b_1 | 1 |
| sky130_fd_sc_hd__and2_1 | 4 |
| sky130_fd_sc_hd__dfrtp_1 | 6 |
[cells in the mapped netlist]
library cell / number / area (um^2)
sky130_fd_sc_hd__a21oi_2: 1 / 8.76
sky130_fd_sc_hd__buf_6: 1 / 11.3
sky130_fd_sc_hd__nand2b_1: 1 / 6.26
sky130_fd_sc_hd__nand2_1: 4 / 15.0
sky130_fd_sc_hd__a21oi_1: 2 / 10.0
sky130_fd_sc_hd__fa_1: 1 / 20.0
sky130_fd_sc_hd__xnor2_1: 2 / 17.5
sky130_fd_sc_hd__xor2_1: 2 / 17.5
sky130_fd_sc_hd__nor2_1: 2 / 7.51
sky130_fd_sc_hd__nor2b_1: 1 / 6.26
sky130_fd_sc_hd__a221oi_2: 1 / 15.0
sky130_fd_sc_hd__nand4b_1: 1 / 8.76
sky130_fd_sc_hd__and2_1: 4 / 25.0
sky130_fd_sc_hd__o21ai_0: 3 / 15.0
sky130_fd_sc_hd__dfrtp_1: 6 / 150
sky130_fd_sc_hd__ha_1: 5 / 62.6
sky130_fd_sc_hd__mux2_2: 2 / 22.5
sky130_fd_sc_hd__a21o_1: 2 / 15.0
sky130_fd_sc_hd__a31oi_1: 1 / 6.26
[report_power, final]
| part | switching (mW) | internal, mW |
|---|---|---|
| Sequential | 0.0408 | 0.137 |
| Combinational | 0.111 | 0.189 |
| Clock | 0.0278 | 0.0500 |
[worst max-delay path, cell delays in order]
cell and delay (ns):
sky130_fd_sc_hd__clkdlybuf4s50_1 0.59, sky130_fd_sc_hd__nand2b_1 0.09, sky130_fd_sc_hd__ha_1 0.21, sky130_fd_sc_hd__fa_1 0.40, sky130_fd_sc_hd__a21o_1 0.19, sky130_fd_sc_hd__a21oi_1 0.16, sky130_fd_sc_hd__xor2_1 0.16, sky130_fd_sc_hd__o21ai_0 0.08
[metrics by stage]
| step | utilization (%) | std cells | hold slack, ns |
|---|---|---|---|
| 4_1_cts | 19.3 | 105 | 0.488 |
| 5_1_grt | 19.3 | 105 | 0.514 |
| 3_5_place_dp | 18.6 | 102 | 0.483 |
| 3_3_place_gp | 18.6 | 102 | 0.470 |
| 2_1_floorplan | - | 42 | 0.244 |
| 6_report | 19.3 | 105 | 0.484 |
[cell type report]
| class | instances | area (um^2) | share of cell area [%] |
|---|---|---|---|
| Clock buffer | 3 | 22.5 | 3.42 |
| Tap cell | 46 | 57.6 | 8.73 |
| Timing Repair Buffer | 15 | 150 | 22.8 |
| Multi-Input combinational cell | 35 | 279 | 42.3 |
| Sequential cell | 6 | 150 | 22.8 |
[logic make-up (layout without fill, tap and decap cells)]
family                     after synthesis  after routing  synth area share [%]
and+or+nand+nor                         13             13                  15.6
AOI/OAI and AO/OA                       10             10                  15.9
adders and majority gates                6              6                  18.8
DFF                                      6              6                  34.1
xor gates and xnor gates                 4              4                  7.96
muxes                                    2              2                  5.11
buffers and inverters                    1             18                  2.56
[path summary, 6_finish.rpt]
path                                startpoint                   to  slack (ns)  cells after the start
min reg2reg                addr[5]$_DFFE_PN0N_  addr[5]$_DFFE_PN0N_        0.48                      1
max reg2reg                addr[0]$_DFFE_PN0N_  addr[4]$_DFFE_PN0N_        0.95                      6
min                        addr[5]$_DFFE_PN0N_  addr[5]$_DFFE_PN0N_        0.48                      1
max                                 rel_branch  addr[4]$_DFFE_PN0N_        0.37                      8
max in group asynchronous              n_reset  addr[2]$_DFFE_PN0N_        1.93                      1
min in group asynchronous              n_reset  addr[4]$_DFFE_PN0N_        0.55                      1
Power is estimated from default activity; no workload was simulated.
